--- flow/run.sh ---
#!/bin/bash
# OpenROAD 26Q1-2900-gdf79404cd8, Yosys 0.63+post, stock flow scripts
make -C /OpenROAD-flow-scripts/flow DESIGN_CONFIG=/design/flow/config.mk WORK_HOME=/design/flow/orfs finish
--- flow/config.mk ---
export PLATFORM = sky130hd
export DESIGN_NAME = uart_rx
export DESIGN_NICKNAME = uart_rx
export VERILOG_FILES = /design/flow/design.v
export SDC_FILE = /design/flow/constraint.sdc
export NUM_CORES = 4
export LEC_CHECK = 1
export CORE_UTILIZATION = 30
--- flow/design.v ---
module uart_rx
    #(parameter WIDTH = 64)
    (output logic [WIDTH-1:0] rx_data,     
    output logic rx_empty,           
    output logic parity_error,       
    input logic rx_in,               
    input logic uld_rx_data,         
    input logic clk,              
    input logic reset_n);            
logic [WIDTH-1:0] rx_reg;
logic [WIDTH-1:0] rx_buffer;
logic rx_sample_cnt;
logic [7:0] rx_cnt;  
logic rx_d1;
logic rx_d2;
logic rx_busy;
always_ff @ (posedge clk or negedge reset_n) begin
    if (!reset_n) begin
        rx_reg <= 0; 
        rx_data <= 0;
        rx_buffer <= 0;
        rx_sample_cnt <= 1'b0;
        rx_cnt <= 8'b0;
        rx_empty <= 1'b1;
        rx_d1 <= 1'b1;
        rx_d2 <= 1'b1;
        rx_busy <= 1'b0;
        parity_error <= 1'b0;
    end else begin
        rx_sample_cnt <= 1'b1;
        rx_d1 <= rx_in;
        rx_d2 <= rx_d1;
        if (uld_rx_data) begin
            rx_data  <= rx_buffer;
            rx_empty <= 1'b1;
        end
        if (!rx_busy && !rx_d2) begin
            rx_busy <= 1'b1;
            rx_sample_cnt <= 1'b1;
            rx_cnt <= 8'h01;
        end
        if (rx_busy) begin
            rx_cnt <= rx_cnt + 1'b1; 
            if ((rx_cnt >= 8'd1) && (rx_cnt <= WIDTH)) begin
                rx_reg[rx_cnt - 1'b1] <= rx_d2;
            end
                if (rx_cnt > WIDTH) begin
                    rx_busy <= 1'b0;
                    rx_empty <= 1'b0;
                    rx_buffer <= rx_reg[WIDTH-1:0];
                    if ( (rx_reg[WIDTH-1]) != (~^rx_reg[WIDTH-2:0]))
                        parity_error <= 1'b1;
                    else
                        parity_error <= 1'b0;
                end
        end 
    end
end  
endmodule
--- flow/constraint.sdc ---
current_design uart_rx

set clk_period 8.5
set clk_io_pct 0.2

create_clock -name clk0 -period $clk_period [get_ports {clk}]

set non_clock_inputs [all_inputs -no_clocks]
set_input_delay [expr $clk_period * $clk_io_pct] -clock clk0 $non_clock_inputs
set_output_delay [expr $clk_period * $clk_io_pct] -clock clk0 [all_outputs]
==> results_slide.txt <==
Physical Implementation Snapshot

Floorplanning
  • Area of the chip: 0.0315 sq mm
  • Die height: 178 microns
  • Fp util: 30.9%
  • Standard-cell row count: 63
  • Chip Width: 178 microns
  • Io pins: 70
  • Area of the core: 0.0300 sq mm

GRT
  • Grt ovf: 0
  • Pin count of the biggest net entering global routing: 61
  • Vias in the first global route: 5828
  • Overall routing resource usage: 13.7%
  • Wire length of the first global-routing pass: 32900 microns
  • Number of antenna violations at the first check in global routing: 0

Logic synthesis
  • Unique cell types: 54
  • Number of enable-type register cells in the synthesized netlist: 0
  • Area leader, netlist: sky130_fd_sc_hd__dfrtp_1
  • Count of synthesis-stage warnings from yosys: 1
  • Most common flop cell mapped by yosys: sky130_fd_sc_hd__dfrtp_1
  • Fraction of registers with async set or reset after synthesis: 100%
  • Ao+oa area frac: 11.3%
  • Post-Synth XOR/XNOR Area: 7.57%
  • Number of standard cells after synthesis: 741
  • Sequential-to-total area share from yosys stat: 55.5%
  • Cell count listed in synth_stat.txt: 741
  • Adder-cell share of the synthesized area: 0.947%
  • Dominant comb cell: multiplexers
  • Top area cell types: sky130_fd_sc_hd__dfrtp_1, sky130_fd_sc_hd__mux2_2, sky130_fd_sc_hd__xnor2_1
  • Synth Area in Simple Gates: 6.46%
  • MUX share of area: 15.8%
  • Largest type area fraction: 54.6%
  • Post-synthesis instance area: 0.00925 sq mm
  • Yosys Chip Area: 0.00925 sq mm
  • Per-instance average area after synthesis: 12.5 sq um
  • Number of synthesized register bits: 205

Drt
  • Diode count: 0
  • Detailed-route wire length per cell: 16.7 microns
  • Total Routed Length: 20100 microns
  • Number of routed nets with antenna violations: 0
  • Final routed DRC violation total: 0
  • Number of DRC violations after detailed-routing iteration 0: 355
  • Vias per inst: 4.84
  • Total number of vias: 5827
  • 1st-pass router iterations: 4

Outcome
  • Run status: completed

STA
  • Setup total negative slack: 0 ns
  • Worst Setup Slack, final: 4.38 ns
  • Tightest Pin Transition: 0.797 ns
  • Count of final hold-check violations: 0
  • Layout Skew: 0.0177 ns
  • Final worst path period need: 4.12 ns
  • Setup repair after global routing missed its margin: no
  • Max Clock Freq: 0.243 GHz
  • Setup violations, final: 0
  • Fin. max-slew vios: 0
  • Final worst-path cycle share: 48.4%
  • Headroom to the max-slew limit: 46.7%

Pwr
  • Internal power summed over all cells: 0.00167 W
  • Net switching fraction of the power: 22.0%
  • Worst IR Drop VDD: 110 uV
  • Gate power share: 5.6%
  • Sequential share of power: 46.8%
  • Share of total power in the clock network: 47.6%
  • Power density over cell area: 193 mW/mm^2
  • Reported leakage power: 4.85 nW
  • Switching power: 0.000471 W

CTS
  • Hold buffer count at cts: 0
  • Clock network latency to the later pin of the worst-skew pair: 0.52 ns
  • Post-CTS setup-driven buffer insertion count: 0
  • Count of clock tree sinks: 205
  • Maximum buffer depth of the clock tree: 3
  • Clock edge transition at the registers on the reported setup and hold paths: 0.06 ns
  • Number of buffers added by the clock tree synthesis step: 23
  • Root Buffer Master: sky130_fd_sc_hd__clkbuf_16
  • Clock H-tree levels: 1
  • Clock tree from TritonCTS: built
  • Number of cells upsized or downsized after cts: 0

Worst setup path
  • Setup crit start kind: flip-flop
  • Setup slack, reg-to-reg: 4.38 ns
  • Crit path max fanout: 16
  • Class of the most critical setup path: reg -> reg
  • Kind of end point of the critical path: flip-flop
  • Worst r2r path cells: 11
  • Critical Path RT: 8.92 ns
  • Worst endpoint data arrival time: 4.54 ns

Flow run
  • Max-cap check violation count: 0
  • Tool Warnings: 30

Placed design
  • HPWL reported at the end of detailed placement: 13500 microns
  • Count of input and output buffers: 69
  • Final estimated routing congestion in global placement: 0.851
  • Post-placement worst setup slack: 4.46 ns

Layout
  • Most used cells in the layout excluding fill and tap cells: sky130_fd_sc_hd__dfrtp_1, sky130_fd_sc_hd__mux2_2, sky130_fd_sc_hd__o21ai_0
  • Layout filler cell count: 2862
  • Final Util: 37.1%
  • Ratio of cells with drive above 1 in the final layout: 23.7%
  • Relative area change from synthesis to final layout: 20.1%
  • Most common library cell in the layout ignoring fill and taps: sky130_fd_sc_hd__dfrtp_1

Worst hold path
  • Class of the worst hold path: reg -> reg
  • Number of stages on the worst hold path: 0
cell usage after synthesis, drive strengths merged (4+ instances only):
master and count:
a2111oi 5, a21boi 4, and2 6, and3 7, buf 15, clkbuf 28, dfrtp 202, ha 7
inv 9, mux2 127, nand2 25, nand2b 9, nand3 28, nor2 8, nor3 7, o21ai 84
o2bb2ai 13, o31ai 36, xnor2 67, xor2 13
metal layers:
layer	global-route usage [%]	vias up	share of wire (%)
met2	20.2	133	45
met5	0	-	0
li1	-	2790	-
met3	1.68	39	4.3
met4	3.53	0	2.9
met1	22.0	2865	48
metrics by stage:
stage / instance area, sq um / power (W) / hold WS, ns / instances
2_1_floorplan: 9250 / 0.00110 / 0.345 / 741
3_3_place_gp: 10300 / 0.00114 / 0.346 / 1165
3_5_place_dp: 10300 / 0.00114 / 0.347 / 1165
4_1_cts: 11100 / 0.00217 / 0.355 / 1204
5_1_grt: 11100 / 0.00222 / 0.363 / 1204
6_report: 11100 / 0.00214 / 0.354 / 1204
power groups by stage:
stage / sequential (W) / combinational [W] / clock, W
CTS: 0.00100 / 0.000125 / 0.00105
global route: 0.00100 / 0.000133 / 0.00108
finish: 0.00100 / 0.000120 / 0.00102
path summary, 6_finish.rpt:
kind                          endpoint  startpoint
hold / removal                   rx_d2       rx_d1
hold reg to reg                  rx_d2       rx_d1
max in group asynchronous  rx_data[63]     reset_n
setup reg to reg            rx_reg[18]   rx_cnt[0]
setup / recovery            rx_reg[18]   rx_cnt[0]
min in group asynchronous   rx_data[4]     reset_n
area by class of cell:
type / count / area, sq um / area share, %
inverter: 9 / 33.8 / 0.304
sequential: 205 / 5130 / 46.2
tap: 390 / 488 / 4.39
clock buffer: 34 / 697 / 6.27
timing repair buffer: 77 / 749 / 6.75
clock inverter: 5 / 92.6 / 0.834
multi-input combinational: 484 / 3910 / 35.2
worst max-delay path: stages, from the launching register on:
cell and delay [ns]:
sky130_fd_sc_hd__dfrtp_1 0.52, sky130_fd_sc_hd__inv_1 0.23, sky130_fd_sc_hd__ha_1 0.45, sky130_fd_sc_hd__inv_1 0.14
sky130_fd_sc_hd__o21ai_0 0.32, sky130_fd_sc_hd__nand4_1 0.20, sky130_fd_sc_hd__nor3_1 0.25, sky130_fd_sc_hd__xor2_1 0.21
sky130_fd_sc_hd__ha_1 0.26, sky130_fd_sc_hd__nor2b_1 0.30, sky130_fd_sc_hd__or4b_2 0.87, sky130_fd_sc_hd__o21ai_0 0.25
cell families after synthesis:
family | Yosys count
multiplexers | 130
XOR/XNOR | 80
adder cells (fa/ha/maj) | 7
AND/OR/NAND/NOR | 111
AND-OR/OR-AND | 156
flip-flops | 205
buffers and inverters | 52
Power and IR drop assume default switching activity.
