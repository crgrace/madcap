--- /design/flow/design.v ---
module hydra_ctrl
    #(parameter WIDTH = 64)   
    (output logic [WIDTH-1:0] tx_data0,    
    output logic [WIDTH-1:0] tx_data1,    
    output logic [WIDTH-1:0] tx_data2,    
    output logic [WIDTH-1:0] tx_data3,    
    output logic [3:0] uld_rx_data_uart,  
    output logic [3:0] ld_tx_data_uart,  
    output logic [3:0] rx_enable,              
    output logic [3:0] tx_enable,              
    output logic tx_busy_any,    
    output logic rx_data_flag,       
    output logic [WIDTH-1:0] rx_data,  
    input logic [WIDTH-1:0] rx_data0,         
    input logic [WIDTH-1:0] rx_data1,         
    input logic [WIDTH-1:0] rx_data2,         
    input logic [WIDTH-1:0] rx_data3,         
    input logic [3:0] enable_piso_upstream,  
    input logic [3:0] enable_piso_downstream,  
    input logic [3:0] enable_posi,  
    input logic [WIDTH-1:0] fifo_data,  
    input logic ld_tx_data,      
    input logic [3:0] tx_busy,  
    input logic comms_busy,     
    input logic [3:0] rx_empty_uart,  
    input logic clk,                 
    input logic reset_n);       
enum logic [2:0]  
            {READY = 3'h0,
            WAIT_STATE = 3'h1,
            LOAD_RX_DATA = 3'h2,
            WAIT_FOR_COMMS = 3'h3,
            NEXT_DATA = 3'h4} State, Next;
logic downstream_flag;           
logic ld_tx_data_latched;
logic [3:0] rx_data_flag_uart;
logic [3:0] clear_rx_data_flag_uart;
logic [1:0] wait_counter;  
logic [5:0] timeout;  
always_comb begin
    rx_enable = enable_posi;
    tx_enable = enable_piso_upstream | enable_piso_downstream;
    tx_busy_any = |tx_busy;
end
always_ff @(posedge clk or negedge reset_n) begin
    if (!reset_n) begin
        downstream_flag <= 1'b0;
        ld_tx_data_latched <= 1'b0;
    end 
    else begin
        if (ld_tx_data) begin
            ld_tx_data_latched <= 1'b1;
            downstream_flag <= fifo_data[62];
        end
        else begin
            ld_tx_data_latched <= 1'b0;
            downstream_flag <= 1'b0;
        end
    end
end
always_ff @(posedge clk or negedge reset_n) begin
    if (!reset_n)
        State <= READY;
    else
        State <= Next;
end  
always_comb begin
    Next = READY;
    case (State)
        READY: if (|rx_data_flag_uart)          Next = WAIT_STATE;
               else                             Next = READY;
        WAIT_STATE: if (wait_counter == 2'b10)  Next = LOAD_RX_DATA;
                else                            Next = WAIT_STATE;
        LOAD_RX_DATA:                           Next = WAIT_FOR_COMMS;
        WAIT_FOR_COMMS: if (comms_busy)         Next = WAIT_FOR_COMMS;
               else if (timeout == 6'h2F)       Next = NEXT_DATA;
               else                             Next = NEXT_DATA;
        NEXT_DATA: if (rx_data_flag_uart != 4'b0) Next = WAIT_STATE;
               else                             Next = READY;
        default:                                Next = READY;
    endcase
end  
always_ff @(posedge clk or negedge reset_n) begin
    if (!reset_n) begin
        rx_data <= 64'b0;
        timeout <= 6'b0;
        clear_rx_data_flag_uart <= 4'b0;
        rx_data_flag <= 1'b0;
        wait_counter <= 2'b00;
    end
    else begin
        clear_rx_data_flag_uart <= 4'b0;
        rx_data_flag <= 1'b0;
        wait_counter <= 2'b00;
        case (Next)
            READY: begin
                timeout <= 6'b0;
            end
            WAIT_STATE: begin
                wait_counter <= wait_counter + 1'b1;
            end
            LOAD_RX_DATA: begin
                if (rx_data_flag_uart[0]) begin
                    rx_data <= rx_data0;
                    clear_rx_data_flag_uart[0] <= 1'b1;
                    rx_data_flag <= 1'b1;
                end
                else if (rx_data_flag_uart[1]) begin
                    rx_data <= rx_data1;
                    clear_rx_data_flag_uart[1] <= 1'b1;
                    rx_data_flag <= 1'b1;
                end
                else if (rx_data_flag_uart[2]) begin
                    rx_data <= rx_data2;
                    clear_rx_data_flag_uart[2] <= 1'b1;
                    rx_data_flag <= 1'b1;
                end
                else if (rx_data_flag_uart[3]) begin
                    rx_data <= rx_data3;
                    clear_rx_data_flag_uart[3] <= 1'b1;
                    rx_data_flag <= 1'b1;
                end 
            end  
            WAIT_FOR_COMMS: begin
                timeout <= timeout + 1'b1;
            end
            NEXT_DATA: begin
                timeout <= 6'b0;
            end
            default:    ;
        endcase
    end
end  
always_ff @(posedge clk or negedge reset_n) begin
    if (!reset_n) begin
        rx_data_flag_uart <= 4'b0;
        uld_rx_data_uart <= 4'b0;
    end 
    else begin
        for (int i = 0; i < 4; i++) begin
            if (clear_rx_data_flag_uart[i]) begin
                rx_data_flag_uart[i] <= 1'b0;
            end
            if (!rx_empty_uart[i]) begin
                uld_rx_data_uart[i] <= 1'b1;
                if (enable_posi[i]) begin
                    rx_data_flag_uart[i] <= 1'b1;
                end
            end
            else begin
                uld_rx_data_uart[i] <= 1'b0;
            end
        end  
    end  
end  
always_ff @(posedge clk or negedge reset_n) begin
    if (!reset_n) begin
        tx_data0 <= 63'b0;
        tx_data1 <= 63'b0;
        tx_data2 <= 63'b0;
        tx_data3 <= 63'b0;
        ld_tx_data_uart <= 4'b0;
    end
    else begin
        ld_tx_data_uart <= 4'b0;
        if (downstream_flag) begin  
            if (ld_tx_data_latched & enable_piso_downstream[0]) begin
                tx_data0 <= fifo_data;
                ld_tx_data_uart[0] <= 1'b1;
            end
            if (ld_tx_data_latched & enable_piso_downstream[1]) begin
                tx_data1 <= fifo_data;
                ld_tx_data_uart[1] <= 1'b1;
            end
            if (ld_tx_data_latched & enable_piso_downstream[2]) begin
                tx_data2 <= fifo_data;
                ld_tx_data_uart[2] <= 1'b1;
            end
            if (ld_tx_data_latched & enable_piso_downstream[3]) begin
                tx_data3 <= fifo_data;
                ld_tx_data_uart[3] <= 1'b1;
            end
        end 
        else begin  
            if (ld_tx_data_latched & enable_piso_upstream[0] == 1'b1) begin
                tx_data0 <= fifo_data;
                ld_tx_data_uart[0] <= 1'b1;
            end
            if (ld_tx_data_latched & enable_piso_upstream[1] == 1'b1) begin
                tx_data1 <= fifo_data;
                ld_tx_data_uart[1] <= 1'b1;
            end
            if (ld_tx_data_latched & enable_piso_upstream[2] == 1'b1) begin
                tx_data2 <= fifo_data;
                ld_tx_data_uart[2] <= 1'b1;
            end
            if (ld_tx_data_latched & enable_piso_upstream[3] == 1'b1) begin
                tx_data3 <= fifo_data;
                ld_tx_data_uart[3] <= 1'b1;
            end
        end
    end  
end   
endmodule  
--- /design/flow/run.sh ---
#!/bin/bash
# OpenROAD 26Q1-2900-gdf79404cd8, Yosys 0.63+post, stock flow scripts
make -C /OpenROAD-flow-scripts/flow DESIGN_CONFIG=/design/flow/config.mk WORK_HOME=/design/flow/orfs finish
--- /design/flow/config.mk ---
export PLATFORM = sky130hd
export DESIGN_NAME = hydra_ctrl
export DESIGN_NICKNAME = hydra_ctrl
export VERILOG_FILES = /design/flow/design.v
export SDC_FILE = /design/flow/constraint.sdc
export NUM_CORES = 4
export LEC_CHECK = 1
export CORE_AREA = 10 10 385 385
export DIE_AREA = 0 0 395 395
--- /design/flow/constraint.sdc ---
current_design hydra_ctrl

set clk_period 7.1
set clk_io_pct 0.2

create_clock -name clk0 -period $clk_period [get_ports {clk}]

set non_clock_inputs [all_inputs -no_clocks]
set_input_delay [expr $clk_period * $clk_io_pct] -clock clk0 $non_clock_inputs
set_output_delay [expr $clk_period * $clk_io_pct] -clock clk0 [all_outputs]
==> impl_metrics.py <==
# Metrics from the implementation run
metrics = {
    "clocking": {
        "cts_root_buf": "clkbuf_16",
        "clock_sinks": 346,
        "hold_buffers": 0,
        "h-tree-depth": 2,
        "clockBufferDepth": 3,
        "tritoncts": "done",
        "cts_resized": 0,
        "clock_latency_ps": 600,
        "postCtsSetupBuffers": 0,
        "clk_pin_slew_worst_paths_ps": 50,
        "numCtsBuffers": 42,
    },
    "job": {
        "maxCapViolCount": 0,
        "warnings": 29,
    },
    "floorplanning": {
        "num_rows": 137,
        "die_w_um": 395,
        "chipArea_um2": 156000,
        "ioPinCount": 682,
        "coreArea_um2": 139500,
        "dieHeight_um": 395,
        "initCoreUtil": 0.1067,
    },
    "run_status": {
        "status": "finished, final reports clean",
    },
    "critical_path": {
        "cp_top_family": "buffers and inverters",
        "path_cells": "clkdlybuf4s50_1 > or2_2 > clkdlybuf4s50_1",
        "cp_max_fo": 2,
        "crit_arrival_ps": 2830,
        "cpPeakStageDelay_ps": 590,
        "crit_top_cell": "clkdlybuf4s50_1",
        "r2r_cells": 5,
        "reg2reg_slack_ps": 3920,
        "worstSetupEndpointType": "primary output",
        "critPathKind": "primary input to primary output",
        "crit_buf_inv": 2,
        "cp_data_required_time_ps": 5680,
        "reg2reg_to": "rx_data[54]",
        "slowest_stage": "clkdlybuf4s50_1",
        "r2r-start": "rx_data_flag_uart[0]",
        "start_kind": "primary input",
    },
    "logic_synthesis": {
        "synthTopCellsByArea": "dfrtp_1, mux2_2, a31oi_1",
        "largest_area_cell": "dfrtp_1",
        "ys_top_cells_by_count": "dfrtp_1, mux2_2, a21oi_1",
        "edf_count": 0,
        "synth_seq_share": 0.5819,
        "yosys_cells": 1130,
        "top_area_frac": 0.5801,
        "async_flop_share": 1.000,
        "synth_cell_type_count": 43,
        "ff_type": "dfrtp_1",
        "synth-area-yosys_um2": 14880,
        "syn_area_um2": 14880,
        "synthCells": 1130,
        "avgSynthCellArea_um2": 13.17,
        "synth_top_cell_by_count": "dfrtp_1",
        "ys_warn_count": 1,
        "synth_flop_count": 346,
    },
    "timing": {
        "rsz0062_at_grt": "false",
        "min_period_over_period": 0.5981,
        "worstMarginPinSlew_ps": 852.0,
        "slew_violations": 0,
        "worst_slack_ps": 2853,
        "setup_tns_ps": 0,
        "fin_crit_ps": 4247,
        "hold_viol": 0,
        "fin_skew_ps": 26.66,
        "setup_viol": 0,
        "max_freq_ghz": 0.2355,
        "timing.slew.headroom": 0.4298,
    },
    "place": {
        "dpl.hpwl_um": 58950,
        "place_area_um2": 23840,
        "gp_congestion": 0.8887,
        "io_buffers": 681,
        "pre_cts_slack_ps": 2776,
    },
    "power": {
        "power_frac_clock": 0.384,
        "intPower_mw": 4.345,
        "comb_power_share": 0.205,
        "leakagePower_nw": 9.691,
        "peakVddDrop_mv": 0.1396,
        "switchingPower_mw": 1.403,
        "swShare": 0.2441,
        "p_seq_frac": 0.410,
        "p_per_area_nw_per_um2": 227.3,
    },
    "route": {
        "wire_per_inst_um": 19.95,
        "vias": 12260,
        "drtIter0Drc": 431,
        "drt_pass1_iterations": 8,
        "vias_per_cell": 3.315,
        "wl_um": 73810,
        "postRouteAntennaNets": 0,
        "drc_errors": 0,
    },
    "global_routing": {
        "grt_start_max_net_pins": 107,
        "overflow": 0,
        "grt_pass1_wl_um": 103100,
        "antenna_found_initial": 9,
        "grt_pass1_vias": 13160,
        "grtUsageTotal": 0.09183,
    },
    "cells_and_area": {
        "drive_above_1_share": 0.2121,
        "fin_util": 0.1813,
        "postLayoutCellArea_um2": 25290,
        "area_delta_synth_final_pct": 69.94,
        "flop_area_um2": 8672,
        "comb_area_um2": 5633,
        "n_fill_cell": 15340,
    },
    "hold_path": {
        "whs_path_depth": 1,
        "holdCritStartpoint": "clear_rx_data_flag_uart[2]",
        "whs_endpoint": "rx_data_flag_uart[2]",
        "min_path_type": "register to register",
    },
}
-- state kept, by name, indices dropped and copies added, names as in the netlist, 2 cells and up --
name	cells
State	5
clear_rx_data_flag_uart	4
ld_tx_data_uart	4
rx_data	64
rx_data_flag_uart	4
tx_data0	64
tx_data1	64
tx_data2	64
tx_data3	64
uld_rx_data_uart	4
wait_counter	2
-- per-layer routing --
layer	share of wire	track usage	vias to the layer above
li1	-	-	5468
met1	0.39	0.1108	6122
met2	0.48	0.1537	568
met3	0.093	0.03441	102
met4	0.032	0.02358	4
met5	0.00030	0	-
-- metrics by stage --
stage | cells | power, mW | hold slack (ps)
after CTS | 3691 | 5.911 | 417.9
final | 3699 | 5.748 | 416.9
after global placement | 3614 | 3.605 | 418.0
after global routing | 3692 | 6.047 | 423.4
after floorplan | 1130 | 2.599 | 401.7
after detailed placement | 3614 | 3.612 | 414.6
-- how the worst max path moves through the flow --
| stage | end | cells past startpoint | from | slack, ps |
|---|---|---|---|---|
| 6_report | tx_enable[0] | 3 | enable_piso_downstream[0] | 2850 |
| 5_1_grt | tx_enable[0] | 3 | enable_piso_downstream[0] | 2790 |
| 4_1_cts | tx_enable[0] | 3 | enable_piso_downstream[0] | 2770 |
-- cell usage in the layout (no fill, tap or decap), types with 2 or more instances in the layout --
master / instances
a21o_1: 28
a21oi_1: 60
a2bb2oi_1: 30
a31oi_1: 54
and2_1: 3
buf_12: 2
buf_4: 22
bufinv_16: 2
clkbuf_1: 9
clkbuf_16: 42
clkbuf_8: 12
clkdlybuf4s50_1: 680
clkinv_2: 5
dfrtp_1: 341
dfrtp_4: 3
diode_2: 8
inv_1: 42
inv_6: 2
mux2_2: 261
mux2_4: 7
mux2i_1: 6
nand2_1: 39
nand2_4: 4
nand3b_1: 30
nor2_1: 2
nor3b_1: 27
nor4_1: 3
o221ai_1: 6
o22ai_1: 27
o2bb2ai_1: 3
o32a_1: 30
or2_2: 5
-- area by class of cell --
| cell class | instances | share of cell area |
|---|---|---|
| diodes | 8 | 0.0007916 |
| clock buffers | 63 | 0.04942 |
| clock inverters | 14 | 0.007124 |
| inverters | 43 | 0.006382 |
| multi-input cells | 644 | 0.2227 |
| flip-flops and latches | 346 | 0.3429 |
| well taps | 1876 | 0.09281 |
| repair buffers | 705 | 0.2778 |
-- cells by family after synthesis --
kind of cell,count (synthesis),share of synthesized area
adders and majority gates,1,0.0008406
muxes,274,0.2086
DFF,346,0.5819
and+or+nand+nor,126,0.05179
AOI/OAI and AO/OA,243,0.1144
buffers and inverters,140,0.04246
-- power by group through the flow --
stage / registers, mW / clock network [mW] / logic, mW
6_report: 2.36 / 2.21 / 1.18
4_1_cts: 2.36 / 2.32 / 1.23
5_1_grt: 2.39 / 2.38 / 1.28
Power is estimated from default activity; no workload was simulated.
