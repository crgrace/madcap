===== design/flow/config.mk =====
export PLATFORM = sky130hd
export DESIGN_NAME = fifo_ff
export DESIGN_NICKNAME = fifo_ff
export VERILOG_FILES = /design/flow/design.v
export SDC_FILE = /design/flow/constraint.sdc
export NUM_CORES = 4
export LEC_CHECK = 1
export CORE_UTILIZATION = 40

===== design/flow/design.v =====
module fifo_ff
    #(parameter FIFO_WIDTH = 64,  
    parameter integer unsigned FIFO_DEPTH = 4,    
    parameter FIFO_BITS = $clog2(FIFO_DEPTH)      
    )
    (output logic [FIFO_WIDTH-1:0] data_out,  
    output logic [FIFO_BITS:0] fifo_counter,  
    output logic fifo_full,          
    output logic fifo_half,          
    output logic fifo_empty,         
    input logic [FIFO_WIDTH-1:0] data_in,  
    input logic read_n,                 
    input logic write_n,                
    input logic clk, 
    input logic reset_n);              
logic [FIFO_WIDTH:0] fifo_mem [0:FIFO_DEPTH-1];
logic  [FIFO_BITS:0] read_pointer;  
logic [FIFO_BITS:0] write_pointer;  
always_comb begin
    fifo_counter = (write_pointer >= read_pointer) ? (write_pointer - read_pointer + 1'b1) : (FIFO_DEPTH + write_pointer - read_pointer +1'b1);
    fifo_full = (fifo_counter == FIFO_DEPTH-1) ? 1'b1 : 1'b0;
    fifo_half = (fifo_counter >= (FIFO_DEPTH >> 1)) ? 1'b1 : 1'b0;
    fifo_empty = (fifo_counter == 1) ? 1'b1 : 1'b0;
end  
always_ff @ (posedge clk or negedge reset_n) 
    if (!reset_n) 
        read_pointer <= '0;
    else if (!read_n) begin
        if (!fifo_empty) begin
            if (read_pointer >= FIFO_DEPTH-1'b1) 
                read_pointer <= '0;
            else
                read_pointer <= read_pointer + 1'b1;
        end
    end
always_ff @ (posedge clk or negedge reset_n)
    if (!reset_n)
        write_pointer <= '0;
    else if (!write_n) begin
        if (!fifo_full) begin
            if (write_pointer >= FIFO_DEPTH-1'b1) 
                write_pointer <= '0;
            else
                write_pointer <= write_pointer + 1'b1;
        end
    end
 always_ff  @(negedge clk)
    if (!read_n) 
    data_out <= fifo_mem[read_pointer];
 always_ff  @(negedge clk)
    if (!write_n) 
        fifo_mem[write_pointer] <= data_in;
endmodule  

===== design/flow/constraint.sdc =====
current_design fifo_ff

set clk_period 11.6
set clk_io_pct 0.2

create_clock -name clk0 -period $clk_period [get_ports {clk}]

set non_clock_inputs [all_inputs -no_clocks]
set_input_delay [expr $clk_period * $clk_io_pct] -clock clk0 $non_clock_inputs
set_output_delay [expr $clk_period * $clk_io_pct] -clock clk0 [all_outputs]

===== design/flow/run.sh =====
#!/bin/bash
# OpenROAD 26Q1-2900-gdf79404cd8, Yosys 0.63+post, stock flow scripts
make -C /OpenROAD-flow-scripts/flow DESIGN_CONFIG=/design/flow/config.mk WORK_HOME=/design/flow/orfs finish

==> results.py <==
# Auto-generated metrics
metrics = {
    "outcome": {
        "status": "finished, final reports clean",
    },
    "clock_network": {
        "cts_sinks": 326,
        "cts.htree.levels": 2,
        "cts.clk_slew.worst_paths_ns": 0.06,
        "cts_tree": "done",
        "hold_buffers": 0,
        "cts_buffer_depth": 3,
        "numCtsBuffers": 35,
        "post_cts_resized": 0,
        "insertion_delay_ns": 0.57,
        "cts_setup_buffers": 0,
        "cts_root_buffer": "clkbuf_16",
    },
    "global_route": {
        "antenna_found_initial": 0,
        "grt_pass1_wl_um": 35250,
        "track_usage_pct": 16.98,
        "grt_max_degree": 55,
        "grt_pass1_vias": 7459,
        "overflow": 0,
    },
    "cells_and_area": {
        "most-common-layout-cells": "inv_1, edfxtp_1, clkdlybuf4s50_1, mux4_2, clkbuf_16",
        "drive_gt1_share_pct": 14.56,
        "flop_area_mm2": 0.009767,
        "layout_top_cell": "inv_1",
        "comb_area_mm2": 0.001923,
        "nFillCells": 2131,
        "areaGrowthSynthToFinish_pct": 35.99,
        "utilization_pct": 55.56,
    },
    "drt": {
        "vias": 6223,
        "first_iter_violations": 254,
        "diodes": 0,
        "first_pass_iters": 4,
        "ant_nets": 0,
        "vias_per_cell": 4.579,
        "drcViolationCount": 0,
        "drt-wirelength-per-cell_um": 16.30,
        "wl_um": 22160,
    },
    "yosys": {
        "yosys_warnings": 1,
        "synth-edff-count": 320,
        "post-synth-top-area-cell": "edfxtp_1",
        "syn_area_mm2": 0.01176,
        "synthTopCellsByArea": "edfxtp_1, mux4_2, ha_1, dfrtp_1, mux2_1",
        "synthDistinctLibCells": 27,
        "synth_flops": 326,
        "avgSynthCellArea_um2": 25.45,
        "yosys.area.top_type_share_pct": 81.73,
        "yosys_cells": 462,
        "postSynthSeqShare_pct": 83.01,
        "async_reset_ff_share_pct": 1.840,
        "ys.flop_type": "edfxtp_1",
        "yosys_area_mm2": 0.01176,
        "syn_inst": 462,
    },
    "sta": {
        "hold_ws_ns": 0.5736,
        "skew_ns": 0.08041,
        "hold_viol_final": 0,
        "tightestPinTransition_ns": 0.8215,
        "rsz0062_at_grt": "false",
        "setup_violations": 0,
        "tns_ns": 0,
        "slew_violations": 0,
        "relSlewSlack_pct": 45.23,
    },
    "power_and_ir_drop": {
        "peakVddDrop_uv": 142.9,
        "p_per_area_mw_per_mm2": 254.6,
        "p_leak_nw": 6.540,
    },
    "critical_path": {
        "crit_fanout": 26,
        "path_delay_family": "buffers and inverters",
        "cp.required_ns": 6.00,
        "start_kind": "input pin",
        "cp_cell_sequence": "clkdlybuf4s50_1 -> nor2b_4 -> buf_4",
        "cpPeakStageDelay_ns": 0.66,
        "reg2reg_depth": 3,
        "rrSetupSlack_ns": 3.23,
        "critPathCaptureType": "register",
        "timing.rr.end": "data_out[52]$_DFFE_NN_",
        "cp.buffers_inverters": 2,
        "crit_slowest_cell": "clkdlybuf4s50_1",
        "cp.arrival_ns": 4.06,
        "critPathKind": "in2reg",
        "r2r-start": "read_pointer[0]$_DFFE_PN0P_",
    },
    "placement": {
        "place_congestion": 0.7810,
        "dp_hpwl_um": 12920,
        "port_buffers": 137,
    },
    "min_path": {
        "hold_class": "reg2reg",
        "holdCritStartpoint": "read_pointer[2]$_DFFE_PN0P_",
        "min_to": "read_pointer[2]$_DFFE_PN0P_",
        "holdPathStages": 1,
    },
    "die": {
        "chipArea_mm2": 0.03008,
        "initial_utilization_pct": 40.85,
        "io_pins": 138,
        "die_height_um": 173.4,
        "rows": 62,
        "fp.dieW_um": 173.4,
        "core_mm2": 0.02878,
    },
    "job": {
        "maxCapViolations": 0,
        "warnings": 350,
    },
}
## synth_stat cells, types with 3 or more instances
| cell type | number |
|---|---|
| nor2b_1 | 6 |
| buf_1 | 3 |
| mux2_1 | 5 |
| buf_2 | 6 |
| clkbuf_1 | 6 |
| mux4_2 | 64 |
| dfrtp_1 | 6 |
| ha_1 | 13 |
| inv_1 | 11 |
| nor3_1 | 4 |
| edfxtp_1 | 320 |
## layout make-up
cell class / count / share of cell area [%]
Tap cell: 384 / 3.005
Sequential cell: 326 / 61.08
Timing Repair Buffer: 149 / 9.140
Inverter: 10 / 0.2426
Clock inverter: 342 / 8.827
Clock buffer: 38 / 5.673
Multi-Input combinational cell: 110 / 12.03
## logic make-up after synthesis
family | after synthesis | synth area share (%)
compound gates | 8 | 0.7661
buf+inv | 26 | 0.8939
mux | 70 | 12.82
simple gates | 17 | 0.8515
xor+xnor | 2 | 0.2767
flops | 326 | 83.01
fa+ha+maj | 13 | 1.383
## how the worst max path moves through the flow
stage	startpoint	end	slack [ns]	depth (start not counted)
6_report	write_n	fifo_mem[0][61]$_DFFE_NP_	1.94	3
5_1_grt	write_n	fifo_mem[2][43]$_DFFE_NP_	1.86	3
4_1_cts	write_n	fifo_mem[2][7]$_DFFE_NP_	1.92	3
## through the flow
stage	setup slack [ns]	area, um^2	total power (W)	std cells
finish	1.939	15990	0.004072	1359
global route	1.857	15990	0.004373	1359
CTS	1.924	15990	0.004164	1359
detailed placement	1.350	13670	0.002799	980
global placement	1.401	13670	0.002781	980
floorplan	0.1232	11760	0.002371	462
## worst register-to-register path: stages (launching register included)
cell and delay, ns:
dfrtp_4 0.60, buf_4 0.53, buf_4 0.62, mux4_2 0.61
## registers in the layout, indices dropped and copies added (netlist names)
| signal | flops |
|---|---|
| write_pointer | 3 |
| fifo_mem | 256 |
| read_pointer | 3 |
| data_out | 64 |
## per-layer routing
metal / vias to the layer above / part of all wire [%] / GRT usage [%]
li1: 2942 / - / -
met1: 2965 / 38 / 21.33
met2: 282 / 50 / 24.31
met3: 34 / 10 / 11.25
met4: 0 / 1.5 / 7.117
met5: - / 0 / 0
## power by group
group / switching [W] / internal [W]
Combinational: 0.000381 / 0.000508
Sequential: 0.0000915 / 0.00162
Clock: 0.000675 / 0.000797
Total: 0.00115 / 0.00292
Power figures rest on the tool's default switching activity, not on a simulated workload.
